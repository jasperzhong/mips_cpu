### ./config.mk
export PLATFORM = sky130hd
export DESIGN_NAME = seg7x16
export DESIGN_NICKNAME = seg7x16
export VERILOG_FILES = /design/flow/design.v
export SDC_FILE = /design/flow/constraint.sdc
export NUM_CORES = 4
export LEC_CHECK = 1
export CORE_UTILIZATION = 50
### ./constraint.sdc
current_design seg7x16

set clk_period 2.2
set clk_io_pct 0.2

create_clock -name clk0 -period $clk_period [get_ports {clk}]

set non_clock_inputs [all_inputs -no_clocks]
set_input_delay [expr $clk_period * $clk_io_pct] -clock clk0 $non_clock_inputs
set_output_delay [expr $clk_period * $clk_io_pct] -clock clk0 [all_outputs]
### ./design.v
`timescale 1ns / 1ps
module seg7x16(
     input clk,
	 input reset,
	 input cs,
	 input [31:0] i_data,
	 output [7:0] o_seg,
	 output [7:0] o_sel
    );
    reg [13:0] cnt;
	 always @ (posedge clk, posedge reset)
      if (reset)
        cnt <= 0;
      else
        cnt <= cnt + 1'b1;
    wire seg7_clk = cnt[13]; 
	 reg [2:0] seg7_addr;
	 always @ (posedge seg7_clk, posedge reset)
	   if(reset)
		  seg7_addr <= 0;
		else
		  seg7_addr <= seg7_addr + 1'b1;
	 reg [7:0] o_sel_r;
	 always @ (*)
	   case(seg7_addr)
		  7 : o_sel_r = 8'b01111111;
		  6 : o_sel_r = 8'b10111111;
		  5 : o_sel_r = 8'b11011111;
		  4 : o_sel_r = 8'b11101111;
		  3 : o_sel_r = 8'b11110111;
		  2 : o_sel_r = 8'b11111011;
		  1 : o_sel_r = 8'b11111101;
		  0 : o_sel_r = 8'b11111110;
		endcase
	 reg [31:0] i_data_store;
	 always @ (posedge clk, posedge reset)
	   if(reset)
		  i_data_store <= 0;
		else if(cs)
		  i_data_store <= i_data;
	 reg [7:0] seg_data_r;
	 always @ (*)
	   case(seg7_addr)
		  0 : seg_data_r = i_data_store[3:0];
		  1 : seg_data_r = i_data_store[7:4];
		  2 : seg_data_r = i_data_store[11:8];
		  3 : seg_data_r = i_data_store[15:12];
		  4 : seg_data_r = i_data_store[19:16];
		  5 : seg_data_r = i_data_store[23:20];
		  6 : seg_data_r = i_data_store[27:24];
		  7 : seg_data_r = i_data_store[31:28];
		endcase
	 reg [7:0] o_seg_r;
	 always @ (posedge clk, posedge reset)
	   if(reset)
		  o_seg_r <= 8'hff;
		else
		  case(seg_data_r)
		    4'h0 : o_seg_r <= 8'hC0;
          4'h1 : o_seg_r <= 8'hF9;
          4'h2 : o_seg_r <= 8'hA4;
          4'h3 : o_seg_r <= 8'hB0;
          4'h4 : o_seg_r <= 8'h99;
          4'h5 : o_seg_r <= 8'h92;
          4'h6 : o_seg_r <= 8'h82;
          4'h7 : o_seg_r <= 8'hF8;
          4'h8 : o_seg_r <= 8'h80;
          4'h9 : o_seg_r <= 8'h90;
          4'hA : o_seg_r <= 8'h88;
          4'hB : o_seg_r <= 8'h83;
          4'hC : o_seg_r <= 8'hC6;
          4'hD : o_seg_r <= 8'hA1;
          4'hE : o_seg_r <= 8'h86;
          4'hF : o_seg_r <= 8'h8E;
		  endcase
	 assign o_sel = o_sel_r;
	 assign o_seg = o_seg_r;
endmodule
### ./run.sh
#!/bin/bash
# OpenROAD 26Q1-2900-gdf79404cd8, Yosys 0.63+post, stock flow scripts
make -C /OpenROAD-flow-scripts/flow DESIGN_CONFIG=/design/flow/config.mk WORK_HOME=/design/flow/orfs finish
==> impl_metrics.ini <==
; physical design summary
[outcome]
status = completed

[synth]
synth_cells = 209
yosys.area_share.aoi_pct = 9.61
logic_family = multiplexers
synthesis.area_um2 = 2640
synth_flops = 56
top_cells_by_area = dfrtp_1, mux2_2, dfstp_2, xnor2_1, ha_1
ys_cells = 209
syn_area_per_cell_um2 = 12.6
flop_cell = dfrtp_1
async_reset_ff_share_pct = 100
edf_count = 0
simple_gate_share_pct = 9.47
ys_chip_area_um2 = 2640
synth_warnings = 1
top_cell_area_share_pct = 46.4
synth_xor_xnor_area_share_pct = 4.64
ys_sh_adder_pct = 3.69
top_area_cell = dfrtp_1
mux_share_pct = 15.2
ys_seq_share_pct = 53.3
yosysUniqueCellTypes = 43

[layout]
nFillCells = 386
final_util_pct = 65.1
final_area_um2 = 3320
drive_above_1_share_pct = 25.9
area_delta_synth_final_pct = 25.7
fin_cells = 329

[global_routing]
track_usage_pct = 20.4
antenna_found_initial = 0
grt_max_degree = 33
grt_pass1_vias = 1784
gr-total-overflow = 0
grt_pass1_wl_um = 8380

[run]
maxCapViolCount = 0
openroad.warnings = 30

[min_path]
min_to = cnt[0]$_DFF_PP0_
hold_path.class = reg2reg
min_path_cells = 1
min-delay-start = cnt[0]$_DFF_PP0_

[clock_network]
clk_path_buf_depth = 2
cts_tree = done
cts_resized = 0
cts-htree-levels = 2
clkTransAtPathRegs_ns = 0.09
cts_root_buf = clkbuf_8
insertion_delay_ns = 0.30
numCtsBuffers = 5
post-cts-setup-buffers = 0
cts_hold_buf = 0

[timing]
setup_tns_ns = 0
rsz0062_at_grt = no
finalHoldViolCount = 0
fmax_ghz = 0.520
setup_violations = 0
drv_slew = 0
worst_slack_ns = 0.276
slew_headroom_pct = 56.1
unconstrained_endpoints = 11
unclocked_regs = 3
period_used_pct = 87.5
worst_pin_slew_ns = 0.655
clock_skew_ns = 0.00927
period_needed_ns = 1.92

[floorplanning]
row_count = 26
ioPinCount = 51
core_area_um2 = 5110
die_h_um = 74.7
initCoreUtil_pct = 51.8
die_w_um = 74.7
die_area_um2 = 5580

[place]
hpwl_um = 3720
dpl_cell_area_um2 = 3210
port_buffers = 49
pre_cts_slack_ns = 0.307
gp_congestion = 0.829
place_inst = 321

[power]
peakVddDrop_uv = 403
leakage_nw = 1.39
power.density_nw_per_um2 = 617

[worst_setup_path]
crit_path_max_fanout = 7
crit_type = reg2reg
r2r-end = o_seg_r[0]$_DFFE_PP1P_
worst_r2r_path_depth = 5
endpoint_kind = flip-flop
cp_data_required_time_ns = 2.44
crit_path_start_kind = flip-flop
r2r_slack_ns = 0.28
cp.arrival_ns = 2.16
r2r-start = i_data_store[23]$_DFFE_PP0P_

[detailed_routing]
ant_nets = 0
diodes = 0
viasPerCell = 5.45
drc = 0
drt_pass1_iterations = 4
wl_um = 4970
vias = 1793
initialDrtViolationCount = 67
post_drt_wl_per_cell_um = 15.1
Yosys cell counts (all sizes together) (2+ instances only):
| master | number |
|---|---|
| dfrtp | 49 |
| mux2 | 34 |
| nand2 | 16 |
| xnor2 | 12 |
| inv | 10 |
| buf | 9 |
| a22o | 7 |
| dfstp | 7 |
| ha | 7 |
| nand3 | 7 |
| a31oi | 5 |
| and3 | 4 |
| nand4 | 4 |
| nor3 | 4 |
| a31o | 3 |
| o21ai | 3 |
| a221oi | 2 |
| and4 | 2 |
| clkbuf | 2 |
| mux2i | 2 |
| nand2b | 2 |
| o211ai | 2 |
| o221ai | 2 |
| o22ai | 2 |
| or4 | 2 |
| xor2 | 2 |
where the power goes:
group | internal (mW) | switching [mW]
combinational | 0.192 | 0.112
sequential | 1.07 | 0.0363
clock | 0.342 | 0.302
total | 1.60 | 0.450
per-stage QoR:
step	power, mW	hold WS, ns
final	2.05	0.467
after global routing	2.15	0.492
after CTS	2.08	0.470
after detailed placement	1.43	0.458
after global placement	1.42	0.449
after floorplan	1.28	0.437
area by class of cell:
class	count	area, µm²	area share (%)
Multi-Input combinational cell	132	1130	34.0
Tap cell	70	87.6	2.64
Inverter	10	37.5	1.13
Timing Repair Buffer	53	546	16.4
Clock inverter	2	38.8	1.17
Sequential cell	56	1410	42.4
Clock buffer	6	72.6	2.18
logic make-up (layout without fill, tap and decap cells):
| family | Yosys count | count (layout) |
|---|---|---|
| AOI/OAI and AO/OA | 29 | 29 |
| xor gates and xnor gates | 14 | 14 |
| adders and majority gates | 8 | 8 |
| buffers and inverters | 21 | 71 |
| DFF | 56 | 56 |
| muxes | 36 | 36 |
| other | 1 | 1 |
| and+or+nand+nor | 44 | 44 |
worst max-delay path by stage:
stage | startpoint | end | depth (start not counted)
finish | i_data_store[23]$_DFFE_PP0P_ | o_seg_r[0]$_DFFE_PP1P_ | 5
global route | i_data_store[23]$_DFFE_PP0P_ | o_seg_r[0]$_DFFE_PP1P_ | 5
CTS | i_data_store[23]$_DFFE_PP0P_ | o_seg_r[0]$_DFFE_PP1P_ | 5
flip-flops by register name, summed over array words and instances (netlist names):
name / flops
o_seg_r: 7
cnt: 14
seg7_addr: 3
i_data_store: 32
cells in the final DEF (no fill, tap or decap), types with 7 or more instances in the layout:
master / instances
nand3_1: 7
ha_1: 7
nand2_1: 16
inv_1: 9
clkdlybuf4s50_1: 49
mux2_2: 34
xnor2_1: 12
dfrtp_1: 49
dfstp_2: 7
metal layers:
| metal | vias to the layer above | GRT usage [%] | part of all wire, % |
|---|---|---|---|
| li1 | 847 | - | - |
| met1 | 895 | 32.6 | 47 |
| met2 | 43 | 32.0 | 48 |
| met3 | 8 | 2.99 | 3.3 |
| met4 | 0 | 3.56 | 1.7 |
| met5 | - | 0 | 0 |
critical path, stage by stage, from the launching register on:
cell      delay (ns)
dfrtp_1         0.39
mux2_2          0.26
a221oi_1        0.32
a31oi_1         0.27
or4_4           0.54
o211ai_2        0.08
Power is estimated from default activity; no workload was simulated.
