## ./run.sh

```bash
#!/bin/bash
# OpenROAD 26Q1-2900-gdf79404cd8, Yosys 0.63+post, stock flow scripts
make -C /OpenROAD-flow-scripts/flow DESIGN_CONFIG=/design/flow/config.mk WORK_HOME=/design/flow/orfs finish
```

## ./config.mk

```make
export PLATFORM = sky130hd
export DESIGN_NAME = Keyboard
export DESIGN_NICKNAME = Keyboard
export VERILOG_FILES = /design/flow/design.v
export SDC_FILE = /design/flow/constraint.sdc
export NUM_CORES = 4
export LEC_CHECK = 1
export CORE_AREA = 10 10 91 91
export DIE_AREA = 0 0 101 101
```

## ./constraint.sdc

```tcl
current_design Keyboard

set clk_period 3.0
set clk_io_pct 0.2

create_clock -name clk0 -period $clk_period [get_ports {kclk}]

set non_clock_inputs [all_inputs -no_clocks]
set_input_delay [expr $clk_period * $clk_io_pct] -clock clk0 $non_clock_inputs
set_output_delay [expr $clk_period * $clk_io_pct] -clock clk0 [all_outputs]
```

## ./design.v

```verilog
`timescale 1ns / 1ps
module Keyboard(
    input clk,
    input kclk,
    input kdata,
    input rst,
    input keyboard_cs,
    output reg [7:0] kb_data,
    output reg kb_ready
    );
    reg isBreak;
    reg [3:0] cnt;
    reg [10:0] datacur;
    always @ (negedge kclk or posedge rst) begin
        if(rst) begin
            kb_data = 0;
            cnt = 0;
            isBreak = 0;
            kb_ready = 1'b0;
        end
        else 
        if(isBreak == 1'b1) begin
            datacur[cnt] = kdata;
            cnt = cnt + 1;
            if(cnt == 11) cnt = 0;
            if(cnt == 0) begin
                kb_data = datacur[8:1];
                kb_ready = 1'b1;
                isBreak = 0;
            end
        end
        else begin
            datacur[cnt] = kdata;
            cnt = cnt + 1;
            if(cnt == 11) cnt = 0;
            if (datacur[8:1] == 8'hF0) isBreak = 1;
        end
    end
endmodule
```

==> notes.md <==
run metrics: status=finished, violations left, violated checks=setup timing, reg2reg path depth=8, Core Util at FP=0.207, Pleak=0.680 nW, Synth area leaders=dfrtn_1, edfxtp_1, mux2_2, die span in x=101 microns, PwrDens=346 mW/mm^2, area delta synth->final=32.3%, Die Size=0.0102 sq mm, worst endpoint data arrival time=1850 ps, maximum capacitance violations=0, startpoint types=primary input, clock slew at reported path FFs=50 ps, vias in the first global route=990, gpl congestion=0.869, top-count cell post-synth=dfrtn_1, DR DRC count=0, final setup TNS=-99.7 ps, # Cells Yosys=120, CORE AREA=0.00635 sq mm, Slew HR=0.569, cts bufs inserted=3, R2R Path End=isBreak, WP data required=1810 ps, async set-reset flop share out of synthesis=0.636, Post-Layout Cell Count=225, Die Y-Extent=101 microns, CTS Hold Bufs=0, CTS tree=yes, Yosys cell types=35, reg2reg start=cnt[1], # setup viols final=3, drt initial violations=98, Post-synth seq share=0.450, crit end category=flip-flop, Max-area cell share=0.267, largest net degree at the start of global routing=19, Avg Cell Area, Syn=10.9 sq um, placed cell areas=0.00162 sq mm, worst-margin pin slew=646 ps, first-pass GRT wire length=4.85 mm, sink of the worst hold path=kb_ready, remaining antenna violation count after routing=0, # rows=29, Final Hold Viols=0, number of enable flip-flop cells=8, YS chip area=0.00131 sq mm, initial antenna violation count=0, Post-Layout Inst Area=0.00173 sq mm, worst hold slack=422 ps, CP Class=primary input to flip-flop, Filler Cell Count=656, cell area after synthesis=0.00131 sq mm, hold_sp=kb_ready, placed cells=214, Max Fanout on Critical Path=6, OpenROAD warning count=43, share of cells above drive strength 1=0.331, setup bufs post-CTS=0, gr usage total=0.0563, detail-routed via count per cell=4.42, dpl hpwl=2.11 mm, clk buf depth=2, fin. max-slew vios=0, Clock Skews=50.9 ps, Final Util=0.273, r2r setup slk=430 ps, DR pass1 iterations=4, Hold Path Depth=1, Yosys top cell by area=dfrtn_1, Worst Hold Class=flip-flop to flip-flop, Final WS setup=-43.3 ps, # port buffers=11, GRT overflow=0, RSZ-0062 raised after global routing=yes, # clock sinks=22, diode count=0, Synth Instances=120, Clock Latency Late Sink=320 ps, Dominant flop cell=dfrtn_1, drt wl/cell=12.2 microns, post-synthesis register bit count=22, H-Tree Depth=1, # IOs=14, Warnings, synthesis=1, routed via count=994, Routed WL=2.75 mm, Worst VDD drop=0.000303 V, Root Driver=clkbuf_8, top cells by count=dfrtn_1, mux2_2, edfxtp_1
repair_timing:
action                     4_1_cts  5_1_grt
pin swaps                        7        2
gates resized                   24       18
setup endpoints to repair       26       15
logic make-up (layout without fill, tap and decap cells):
group,count (synthesis),count (layout),share of synthesized area
compound gates,32,32,0.192
xor+xnor,1,1,0.00668
fa+ha+maj,6,6,0.0573
buf+inv,14,42,0.0410
flops,22,22,0.450
mux,9,9,0.0773
simple gates,36,36,0.176
cell type report:
class | instances | area [sq um] | area share
tap | 77 | 96.3 | 0.0556
clock inverter | 9 | 35.0 | 0.0202
clock buffer | 3 | 41.3 | 0.0238
multi-input combinational | 84 | 736 | 0.424
inverter | 6 | 22.5 | 0.0130
sequential | 22 | 591 | 0.341
timing repair buffer | 24 | 213 | 0.123
layout by cell type, fill, tap and decap left out, types with 5 or more instances in the layout:
cell / Yosys / final
clkbuf_2: 0 / 5
ha_1: 6 / 6
buf_4: 0 / 10
nand2b_1: 7 / 7
dfrtn_1: 14 / 14
edfxtp_1: 8 / 8
nand2_1: 7 / 7
inv_1: 7 / 14
mux2_2: 9 / 8
o221ai_1: 6 / 5
metrics by stage:
step / setup slack (ps) / power [mW]
final: -43.3 / 0.599
after global routing: -117 / 0.646
after CTS: -67.3 / 0.606
after detailed placement: -939 / 0.407
after global placement: -923 / 0.407
after floorplan: -202 / 0.373
worst max-delay path: stages:
cell	delay, ps
buf_12	110
nand3b_1	130
o221ai_1	120
a311o_2	350
nor4_2	210
and4b_1	210
o21a_1	110
registers in the layout (all words and copies together), names as in the netlist:
name	cells
cnt	4
isBreak	1
datacur	8
kb_ready	1
kb_data	8
routing by layer:
layer	track usage	vias to the layer above	wire (microns)
met3	0.0159	2	157
met2	0.0880	14	1190
met1	0.0781	468	1380
li1	-	510	-
met4	0.00750	0	21
met5	0	-	0
report_power, final:
part,switching (mW),internal [mW],leakage (nW)
registers,0.00594,0.327,0.226
clock network,0.111,0.105,0.0643
logic,0.0179,0.0319,0.390
worst max-delay path by stage:
stage,startpoint,end,depth (start not counted)
after CTS,kdata,isBreak,7
after global routing,kdata,isBreak,7
final,kdata,isBreak,7
Power is estimated from default activity; no workload was simulated.
